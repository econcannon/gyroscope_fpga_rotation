==> ./design.v <==
`timescale 1ns / 1ps
module uart_rx #(
    parameter CLK_FREQ = 100_000_000,   
    parameter BAUD_RATE = 115200        
)(
    input logic clk,
    input logic rst,
    input logic rx,                     
    output logic [7:0] data_out,         
    output logic received                
);
    localparam integer BIT_PERIOD = CLK_FREQ / BAUD_RATE;
    logic [15:0] bit_counter;
    logic [9:0] shift_reg;
    logic [3:0] bit_index;
    logic receiving;
    always_ff @(posedge clk or posedge rst) begin
        if (rst) begin
            bit_counter <= 0;
            shift_reg <= 0;
            bit_index <= 0;
            receiving <= 0;
            received <= 0;
        end else if (!rx && !receiving) begin   
            receiving <= 1;
            bit_counter <= 0;
            bit_index <= 0;
        end else if (receiving) begin
            if (bit_counter == BIT_PERIOD - 1) begin
                bit_counter <= 0;
                shift_reg[bit_index] <= rx;       
                bit_index <= bit_index + 1;
                if (bit_index == 8) begin         
                    received <= 1;
                    receiving <= 0;
                    data_out <= shift_reg[7:0];   
                end
            end else begin
                bit_counter <= bit_counter + 1;
            end
        end else begin
            received <= 0;
        end
    end
endmodule
==> ./run.sh <==
#!/bin/bash
# OpenROAD 26Q1-2900-gdf79404cd8, Yosys 0.63+post, stock flow scripts
make -C /OpenROAD-flow-scripts/flow DESIGN_CONFIG=/design/flow/config.mk WORK_HOME=/design/flow/orfs finish
==> ./config.mk <==
export PLATFORM = sky130hd
export DESIGN_NAME = uart_rx
export DESIGN_NICKNAME = uart_rx
export VERILOG_FILES = /design/flow/design.v
export SDC_FILE = /design/flow/constraint.sdc
export NUM_CORES = 4
export LEC_CHECK = 1
export CORE_UTILIZATION = 40
==> ./constraint.sdc <==
current_design uart_rx

set clk_period 2.5
set clk_io_pct 0.2

create_clock -name clk0 -period $clk_period [get_ports {clk}]

set non_clock_inputs [all_inputs -no_clocks]
set_input_delay [expr $clk_period * $clk_io_pct] -clock clk0 $non_clock_inputs
set_output_delay [expr $clk_period * $clk_io_pct] -clock clk0 [all_outputs]
==> results.sh <==
# implementation run metrics
export IMPL_synth_area_per_cell_um2=9.838
export IMPL_critPathKind="reg -> reg"
export IMPL_clock_power_share_pct=43.6
export IMPL_cap_violations=0
export IMPL_cts_root_buffer="clkbuf_8"
export IMPL_grt_usage_pct=20.42
export IMPL_hold_path_class="reg -> reg"
export IMPL_startpoint_type="flop"
export IMPL_antenna_found_initial=0
export IMPL_vias=1708
export IMPL_ys_chip_area_mm2=0.002076
export IMPL_place_ws_ns=0.2640
export IMPL_setup_viol=0
export IMPL_worstMarginPinSlew_ns=0.3959
export IMPL_ys_seq_share_pct=47.74
export IMPL_yosys_cells=211
export IMPL_grt_max_degree=31
export IMPL_p_int_w=0.0009468
export IMPL_hold_buffers=0
export IMPL_warnings=29
export IMPL_cts_clk_slew_worst_paths_ns=0.08
export IMPL_grt_pass1_wl_mm=8.183
export IMPL_crit_path_end_kind="flop"
export IMPL_hold_worst_slack_ns=0.4469
export IMPL_dr_first_iter_drc_count=142
export IMPL_swShare_pct=22.00
export IMPL_dpl_hpwl_mm=3.223
export IMPL_insertedDiodeCount=0
export IMPL_vdd_drop_max_v=0.0003049
export IMPL_seqPwrFrac_pct=53.6
export IMPL_wl_per_cell_um=16.23
export IMPL_synth_warnings=1
export IMPL_syn_to_final_growth_pct=15.55
export IMPL_cts_buffers=5
export IMPL_wl_mm=4.755
export IMPL_min_period_ns=2.251
export IMPL_path_max_fanout=12
export IMPL_ff_type="dfrtp_1"
export IMPL_routed_via_density=5.829
export IMPL_ys_ff=38
export IMPL_fp_util_pct=42.81
export IMPL_core_area_mm2=0.004848
export IMPL_hold_viol=0
export IMPL_yosys_area_top_type="dfrtp_1"
export IMPL_place_congestion=0.8696
export IMPL_num_rows=25
export IMPL_cts_sinks=38
export IMPL_status="finished clean"
export IMPL_switchingPower_w=0.0002670
export IMPL_cts_setup_buffers=0
export IMPL_edf_count=8
export IMPL_worst_endpoint_arrival_ns=2.26
export IMPL_power_w=0.001214
export IMPL_power_density_mw_per_mm2=506.1
export IMPL_slew_viol_final=0
export IMPL_chipHeight_um=74.04
export IMPL_fin_ws_ns=0.2485
export IMPL_ys_types=51
export IMPL_clk_latency_ns=0.29
export IMPL_die_width_um=74.04
export IMPL_topCellsByArea="dfrtp_1 36%, edfxtp_1 12%, a31oi_1 4.8%, nand3_1 3.9%, ha_1 3.6%"
export IMPL_clk_path_buf_depth=2
export IMPL_critPathRequiredTime_ns=2.51
export IMPL_numPortBuffers=11
export IMPL_yosysTopAreaCellShare_pct=36.17
export IMPL_cts_tree="built"
export IMPL_max_slew_margin_pct=73.61
export IMPL_p_leak_nw=0.9387
export IMPL_largest_register_ffs=16
export IMPL_drc=0
export IMPL_tns_ns=0
export IMPL_first_pass_iters=4
export IMPL_combinationalPowerShare_pct=2.8
export IMPL_syn_inst=211
export IMPL_min_period_over_period_pct=90.06
export IMPL_drive_gt1_share_pct=11.06
export IMPL_rsz0062_at_grt="no"
export IMPL_ant_nets=0
export IMPL_synthesis_area_mm2=0.002076
export IMPL_whs_path_depth=0
export IMPL_fmax_ghz=0.4442
export IMPL_layout_cells_most_common="dfrtp_1"
export IMPL_async_flop_share_pct=78.95
export IMPL_overflow=0
export IMPL_reg2reg_depth=6
export IMPL_htreeDepth=2
export IMPL_grt_pass1_vias=1530
export IMPL_io_pins=12
export IMPL_final_cell_mix="30 x dfrtp_1, 16 x nand3_1, 16 x a31oi_1"
export IMPL_dieArea_mm2=0.005481
export IMPL_cts_resized=0
export IMPL_skew_ns=0.006311
## cell families after synthesis
family	Yosys count	synth area share [%]
simple gates	83	23.27
mux	3	1.567
buf+inv	28	5.967
flops	38	47.74
compound gates	50	16.58
xor+xnor	3	1.266
fa+ha+maj	6	3.617
## worst max-delay path: stages, from the launching register on
cell,delay (ns)
dfrtp_1,0.42
ha_1,0.25
nand2b_1,0.09
or4_4,0.57
or2_0,0.29
nor3_2,0.17
buf_4,0.19
## metrics by stage
stage                     util [%]  cell area [um2]  instances
after floorplan                  -             2081        211
after global placement       47.12             2285        285
after detailed placement     47.12             2285        285
after CTS                    49.47             2399        293
after global routing         49.47             2399        293
final                        49.47             2399        293
## metal layers
| layer | GRT usage, % | share of wire, % | vias to the layer above | wire length (um) |
|---|---|---|---|---|
| met1 | 37.80 | 53 | 820 | 2513 |
| met5 | 0 | 0 | - | 0 |
| met4 | 1.923 | 1.1 | 0 | 53 |
| li1 | - | - | 833 | - |
| met3 | 3.984 | 5.4 | 5 | 256 |
| met2 | 26.06 | 41 | 50 | 1932 |
## synth_stat cells (all sizes together) (3+ instances only)
cell    number
clkbuf      12
nand3       16
nand4        8
and3         4
a31oi       16
o31ai        5
nand3b       4
o21ai        8
nor2         4
nor4         3
ha           6
or4          6
inv         13
nand2       14
o41ai        4
edfxtp       8
dfrtp       30
nor3         7
buf          3
o22ai        5
## layout make-up
cell class | count | area (um2)
timing repair buffer | 22 | 192.7
multi-input combinational | 145 | 965.9
clock inverter | 3 | 45.04
inverter | 13 | 51.30
fill | 452 | 2450
tap | 67 | 83.83
clock buffer | 5 | 68.82
sequential | 38 | 991.0
## power by group through the flow
stage                 combinational, W  sequential (W)  clock [W]
after CTS                    0.0000342        0.000650   0.000544
after global routing         0.0000385        0.000653   0.000572
final                        0.0000337        0.000651   0.000530
## final timing paths
kind | from | end | slack [ns]
hold / removal | shift_reg[4] | data_out[4] | 0.45
min in group asynchronous | rst | receiving | 0.66
max in group asynchronous | rst | bit_counter[7] | 1.54
setup / recovery | bit_counter[0] | data_out[2] | 0.25
setup reg to reg | bit_counter[0] | data_out[2] | 0.25
hold reg to reg | shift_reg[4] | data_out[4] | 0.45
Power figures rest on the tool's default switching activity, not on a simulated workload.
