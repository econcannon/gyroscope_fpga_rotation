==> flow/constraint.sdc <==
current_design uart_tx

set clk_period 2.1
set clk_io_pct 0.2

create_clock -name clk0 -period $clk_period [get_ports {clk}]

set non_clock_inputs [all_inputs -no_clocks]
set_input_delay [expr $clk_period * $clk_io_pct] -clock clk0 $non_clock_inputs
set_output_delay [expr $clk_period * $clk_io_pct] -clock clk0 [all_outputs]
==> flow/run.sh <==
#!/bin/bash
# OpenROAD 26Q1-2900-gdf79404cd8, Yosys 0.63+post, stock flow scripts
make -C /OpenROAD-flow-scripts/flow DESIGN_CONFIG=/design/flow/config.mk WORK_HOME=/design/flow/orfs finish
==> flow/config.mk <==
export PLATFORM = sky130hd
export DESIGN_NAME = uart_tx
export DESIGN_NICKNAME = uart_tx
export VERILOG_FILES = /design/flow/design.v
export SDC_FILE = /design/flow/constraint.sdc
export NUM_CORES = 4
export LEC_CHECK = 1
export CORE_UTILIZATION = 30
==> flow/design.v <==
`timescale 1ns / 1ps
module uart_tx #(
    parameter CLK_FREQ = 100_000_000,   
    parameter BAUD_RATE = 115200        
)(
    input logic clk,
    input logic rst,
    input logic [7:0] data_in,          
    input logic send,                   
    output logic tx,                    
    output logic ready                  
);
    localparam integer BIT_PERIOD = CLK_FREQ / BAUD_RATE;
    logic [15:0] bit_counter;
    logic [9:0] shift_reg;              
    logic [3:0] bit_index;
    logic sending;
    always_ff @(posedge clk or posedge rst) begin
        if (rst) begin
            bit_counter <= 0;
            shift_reg <= 0;
            bit_index <= 0;
            sending <= 0;
            tx <= 1;                    
            ready <= 1;                 
        end else if (send && ready) begin
            shift_reg <= {1'b1, data_in, 1'b0};   
            bit_index <= 0;
            sending <= 1;
            ready <= 0;
        end else if (sending) begin
            if (bit_counter == BIT_PERIOD - 1) begin
                bit_counter <= 0;
                tx <= shift_reg[bit_index];       
                bit_index <= bit_index + 1;
                if (bit_index == 9) begin         
                    sending <= 0;
                    ready <= 1;                   
                    tx <= 1;                      
                end
            end else begin
                bit_counter <= bit_counter + 1;
            end
        end
    end
endmodule
==> impl_metrics.env <==
# implementation run metrics
export IMPL_status="finished clean"
export IMPL_synth_area_per_cell_um2=11.0
export IMPL_die_w_um=74.9
export IMPL_total_leakage_power_nw=0.859
export IMPL_initial_utilization=0.312
export IMPL_setup_slack_ns=0.349
export IMPL_hold_class="reg -> reg"
export IMPL_tightest_slew_ns=0.410
export IMPL_slew_violations=0
export IMPL_p_per_area_nw_per_um2=814
export IMPL_final_comb_area_um2=743
export IMPL_synth_warnings=1
export IMPL_hold_viol=0
export IMPL_relSlewSlack=0.727
export IMPL_xor_share=0.0549
export IMPL_grt_use_total=0.116
export IMPL_cp_num_buf_inv=1
export IMPL_die_area_um2=5610
export IMPL_synthTopCellsByCount="30 x dfrtp_1, 14 x nand2_1, 9 x mux2_2, 9 x nor2_1"
export IMPL_rsz0062_at_grt="no"
export IMPL_fin_crit_sh=0.834
export IMPL_post_cts_resized=0
export IMPL_clock_path_buffers=2
export IMPL_antennaDiodeCount=0
export IMPL_die_h_um=74.9
export IMPL_irDropWorstVdd_v=0.000370
export IMPL_startpoint_type="flop"
export IMPL_yosys_area_share_simple=0.206
export IMPL_clkLatencyLatePin_ns=0.28
export IMPL_synth_async_reset_ratio=1.00
export IMPL_syn_to_final_growth_pct=21.4
export IMPL_cts_hold_buf=0
export IMPL_vias=1140
export IMPL_post_route_min_period_ns=1.75
export IMPL_ys_flop_type="dfrtp_1"
export IMPL_top_area_frac=0.471
export IMPL_area_leaders="dfrtp_1 47%, mux2_2 6.4%, dfstp_2 3.3%, nand2_1 3.3%, xnor2_1 2.7%"
export IMPL_design_area_um2=1940
export IMPL_ys_types=39
export IMPL_port_buffers=12
export IMPL_dpl_hpwl_um=2030
export IMPL_crit_type="reg -> out"
export IMPL_grt_max_degree=33
export IMPL_slowest_stage="dfstp_2"
export IMPL_drive_gt1_frac=0.179
export IMPL_crit_required_ns=1.68
export IMPL_endpoint_kind="output pin"
export IMPL_critPathMaxStageDelay_ns=0.58
export IMPL_pre_cts_slack_ns=0.149
export IMPL_critPathMaxFanout=5
export IMPL_instances_no_fill=238
export IMPL_ant_nets=0
export IMPL_cts_tree="done"
export IMPL_worstPathCellList="clkdlybuf4s50_1"
export IMPL_core_um2=5110
export IMPL_antenna_found_initial=0
export IMPL_fmax_mhz=571
export IMPL_grt_pass1_wl_um=4910
export IMPL_netlist_instances=145
export IMPL_drc=0
export IMPL_finalSetupTns_ns=0
export IMPL_post_cts_buffers=0
export IMPL_yosys_area_share_aoi=0.0973
export IMPL_n_fill_cell=496
export IMPL_numSynthFlops=32
export IMPL_yosys_area_um2=1600
export IMPL_dp_cells=230
export IMPL_std_cell_rows=26
export IMPL_synthMuxAreaShare=0.0839
export IMPL_grt_pass1_vias=1054
export IMPL_adder_share=0.0235
export IMPL_numCtsBuffers=5
export IMPL_maxCapViolations=0
export IMPL_tool_warnings=26
export IMPL_htreeDepth=2
export IMPL_grt_ovfl_total=0
export IMPL_synth_seq_share=0.504
export IMPL_topCombFamilyByArea="simple AND/OR/NAND/NOR gates"
export IMPL_rrSetupSlack_ns=0.37
export IMPL_dr_first_iter_drc_count=69
export IMPL_gp_congestion=0.834
export IMPL_ys_cells=145
export IMPL_wl_per_cell_um=12.3
export IMPL_detail_route_vias_per_cell=4.79
export IMPL_setup_viol=0
export IMPL_synthesis_area_um2=1600
export IMPL_top_cell="dfrtp_1"
export IMPL_cp_data_arrival_time_ns=1.33
export IMPL_clk_pin_slew_ns=0.07
export IMPL_dr_pass1_iters=4
export IMPL_ctsRootBufferMaster="clkbuf_8"
export IMPL_cts_sinks=32
export IMPL_skew_ns=0.00678
export IMPL_regArea_um2=803
export IMPL_cp_top_family="flip-flops"
export IMPL_top_area_cell="dfrtp_1"
export IMPL_drt_wl_total_um=2940
export IMPL_synth_edff_count=0
export IMPL_largest_reg_flops=16
export IMPL_place_area_um2=1830
export IMPL_ios=13
cells by family (layout without fill, tap and decap cells):
kind of cell | after synthesis | count (layout)
compound gates | 23 | 23
xor+xnor | 10 | 10
fa+ha+maj | 3 | 3
buf+inv | 10 | 33
flops | 32 | 32
mux | 11 | 11
simple gates | 56 | 56
layout make-up:
class	count	share of cell area
flip-flops and latches	32	0.415
multi-input cells	103	0.384
repair buffers	19	0.0891
well taps	70	0.0452
clock buffers	6	0.0375
clock inverters	2	0.0181
inverters	6	0.0116
where the power goes:
part	internal (mW)	total, mW	leakage [nW]	switching, mW
registers	0.695	0.802	0.400	0.108
logic	0.113	0.202	0.404	0.0890
clock network	0.352	0.573	0.0552	0.221
stage by stage:
step	power, mW	hold slack (ns)	util
6_report	1.58	0.474	0.379
5_1_grt	1.66	0.487	0.379
3_5_place_dp	1.01	0.457	0.358
2_1_floorplan	0.958	0.434	-
4_1_cts	1.59	0.475	0.379
3_3_place_gp	1.01	0.450	0.358
layout by cell type (no fill, tap or decap), types with 2 or more instances in the layout:
cell type and instances:
dfrtp_1 30, nand2_1 14, clkdlybuf4s50_1 12, mux2_2 9, nor2_1 9, buf_4 7
a21oi_1 6, inv_1 6, nand3_1 5, xnor2_1 5, o21ai_0 5, or3_1 5
xor2_1 5, clkbuf_8 5, nand4_1 4, nor3_1 3, o21ai_1 3, and4_1 3
nand2b_1 3, ha_1 3, and2_1 2, a31oi_1 2, dfstp_2 2
metal layers:
layer  share of wire  global-route usage  vias up
li1                -                   -      563
met1            0.52               0.184      553
met2            0.44               0.169       24
met3           0.034              0.0271        0
met4               0              0.0189        0
met5               0                   0        -
worst paths after layout:
path,from,end,cells after the start
worst max-delay path,ready$_DFFE_PP1P_,ready,1
worst min-delay path,shift_reg[9]$_DFFE_PP0P_,shift_reg[9]$_DFFE_PP0P_,1
worst max register to register,bit_counter[0]$_DFFE_PP0P_,bit_index[0]$_DFFE_PP0P_,6
worst min register to register,shift_reg[9]$_DFFE_PP0P_,shift_reg[9]$_DFFE_PP0P_,1
max in group asynchronous,rst,ready$_DFFE_PP1P_,3
min in group asynchronous,rst,bit_counter[8]$_DFFE_PP0P_,3
No activity file was given, so power comes from the tool's default toggle rates.
